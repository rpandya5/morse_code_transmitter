==> design.v <==
module part2pt2 (SW, KEY, LEDR);
input [1:0] SW;
input [0:0] KEY;
output [9:0] LEDR;
wire Clock, Resetn, w, z;
assign Clock = KEY[0];
assign Resetn = SW[0];
assign w = SW[1];
reg [3:0] y_Q, Y_D;  
parameter A = 4'b0000, B = 4'b0001, C = 4'b0010, D = 4'b0011, E = 4'b0100, F = 4'b0101, G = 4'b0110, H = 4'b0111, I = 4'b1000;
always @ (w, y_Q)
begin
	case (y_Q)
		A: if (!w) Y_D = B;
			else Y_D = F;
		B: if (!w) Y_D = C;
			else Y_D = F;
		C: if (!w) Y_D = D;
			else Y_D = F;
		D: if (!w) Y_D = E;
			else Y_D = F;
		E: if (!w) Y_D = E;
			else Y_D = F;
		F: if (!w) Y_D = B;
			else Y_D = G;
		G: if (!w) Y_D = B;
			else Y_D = H;
		H: if (!w) Y_D = B;
			else Y_D = I;
		I: if (!w) Y_D = B;
			else Y_D = I;
		default: Y_D = 4'bxxxx;
	endcase
end
always @ (posedge Clock)
begin
	if (!Resetn) y_Q <= A;
	else y_Q <= Y_D;
end
assign z = (y_Q == E | y_Q == I);
assign LEDR[9] = z;
assign LEDR[3:0] = y_Q;
endmodule
==> run.sh <==
#!/bin/bash
# OpenROAD 26Q1-2900-gdf79404cd8, Yosys 0.63+post, stock flow scripts
make -C /OpenROAD-flow-scripts/flow DESIGN_CONFIG=/design/flow/config.mk WORK_HOME=/design/flow/orfs finish
==> config.mk <==
export PLATFORM = sky130hd
export DESIGN_NAME = part2pt2
export DESIGN_NICKNAME = part2pt2
export VERILOG_FILES = /design/flow/design.v
export SDC_FILE = /design/flow/constraint.sdc
export NUM_CORES = 4
export LEC_CHECK = 1
export CORE_AREA = 10 10 70 70
export DIE_AREA = 0 0 80 80
==> constraint.sdc <==
current_design part2pt2

set clk_period 2.5
set clk_io_pct 0.2

create_clock -name clk0 -period $clk_period [get_ports {KEY}]

set non_clock_inputs [all_inputs -no_clocks]
set_input_delay [expr $clk_period * $clk_io_pct] -clock clk0 $non_clock_inputs
set_output_delay [expr $clk_period * $clk_io_pct] -clock clk0 [all_outputs]
==> run summary <==
run results: result of the run completed, area of all placed cells without fillers 399.1 um2, critical path capture point type output pin, Total Neg Setup Slack 0 ps, Post-CTS Setup Bufs 0, length of the first detailed-routing pass in iterations 2, count of cells resized by post-cts repair 0, # fillers about 410, core region area about 0.0034 mm2, most frequently used cell type in the post-synthesis netlist sky130_fd_sc_hd__buf_4, leakage component of the power 0.1345 nW, Max-Cap Viols 0, share of the synthesized area in the top cell type 26.02%, number of DRC markers in iteration 0 3, top register by number of flip-flops y_Q, switching part of the total 21.85%, largest fanout on the critical path 10, Via density 2.747, clock skew after layout 0 ps, Min Clock Period, post-route 1931 ps, total power density per cell area 482.3 mW/mm2, aggregate routed wire length 707 um, number of input and output port buffers inserted 7, biggest area consumer among synthesized cells sky130_fd_sc_hd__dfxtp_1, Post-Synthesis Cell Area 307.8 um2, average wire per cell in the routed design 8.126 um, share of async-settable or async-resettable flops after synthesis 0%, pin count of the biggest net entering global routing 11, Synth Seq Share around a quarter, Skew-Pair Late Insertion Delay 210 ps, CTS H-tree depth 1, aggregate global-route resource usage 1.969%, Clk pwr share 35.5%, setup repair after global routing missed its margin false, cell types occupying the most area after synthesis sky130_fd_sc_hd__dfxtp_1, sky130_fd_sc_hd__buf_4, sky130_fd_sc_hd__xnor2_1, unique cell type count in the Yosys netlist 23, layout-stage area growth over the synthesis result 29.67%, sequential share of power 43.4%, Core Util at FP 9.011%, via count of the first global-routing pass 241, FF/Latch Area 80.08 um2, post-place instance area 376.6 um2, Yosys warning total 6, top_reg_cell synth sky130_fd_sc_hd__dfxtp_1, Worst setup SP type flip-flop, Final Setup Violations 0, Tightest Hold Check Type flip-flop to flip-flop, highest achievable clock rate 0.5178 GHz, worst path arrival time approximately 1400 ps, final period utilization between 70% and 80%, number of max-slew violations in the final report 0, total number of clock tree sinks 4, quantity of hold-fixing buffers added after cts 0, synthesized chip area reported by yosys 307.8 um2, final antenna diode count 0, number of failing hold endpoints at the final stage 0, total via count after detailed routing 239, root buffer selected by CTS sky130_fd_sc_hd__clkbuf_4, instance count of the mapped netlist 37, die width 80 um, max reg flops 4, Row Count 21, CTS clk-pin slew, worst paths 30 ps, data required time at the worst endpoint 2000 ps, share of post-route cells with drive strength above 1 7.317%, total die size between 0.006 and 0.007 mm2, flip-flops with a built-in enable 0, Peak supply drop 0.07632 mV, number of logged tool warnings 46, part of the total power dissipated in combinational logic 21.1%, count of instantiated cells in the yosys netlist 37, wire length of the first global-routing pass 1048 um, die y size 80 um, area of the multi-input gates 165.2 um2, Routability Congestion approximately 0.68, flops & latches, synth 4, global-route congestion overflow total 0, internal power component 0.1504 mW, largest registers y_Q x4, net switching power approximately 0.042 mW, buffers from clock root to sink, at most 2, CTS tree built, number of routed nets with antenna violations 0, DRC viols 0, post-synthesis average cell area 8.319 um2, CP Class flip-flop to output pin, number of CTS-inserted buffers 3, top-level port count 13, antenna violations before repair 0, most frequent cells after synthesis sky130_fd_sc_hd__buf_4, sky130_fd_sc_hd__dfxtp_1
[cell usage in the layout (no fill, tap or decap), types with 2 or more instances in the layout]
cell / Yosys / final
sky130_fd_sc_hd__xnor2_1: 2 / 2
sky130_fd_sc_hd__nor3_1: 2 / 2
sky130_fd_sc_hd__conb_1: 1 / 5
sky130_fd_sc_hd__a21oi_1: 2 / 2
sky130_fd_sc_hd__clkbuf_4: 0 / 3
sky130_fd_sc_hd__clkdlybuf4s50_1: 0 / 7
sky130_fd_sc_hd__nand2_1: 2 / 2
sky130_fd_sc_hd__dfxtp_1: 4 / 4
[per-stage QoR]
stage,util (%),setup slack [ps],total power [mW],hold WS (ps),std cells
CTS,11.68,534.2,0.2114,590.1,87
floorplan,-,1234,0.1147,515.7,41
global route,11.68,384.6,0.2193,638.0,87
finish,11.68,568.8,0.1925,585.2,87
global placement,11.03,693.1,0.1257,563.9,84
detailed placement,11.03,691.7,0.1255,584.7,84
[cell families (layout without fill, tap and decap cells)]
family	count (synthesis)	in the layout	synth area share (%)
xor gates and xnor gates	3	3	8.538
and+or+nand+nor	11	11	23.58
AOI/OAI and AO/OA	7	7	15.45
DFF	4	4	26.02
other	1	5	1.218
buffers and inverters	11	11	25.20
[worst max-delay path, cell delays in order, from the launching register on]
cell,delay (ps)
sky130_fd_sc_hd__dfxtp_1,490
sky130_fd_sc_hd__xnor2_1,110
sky130_fd_sc_hd__nor3_1,130
sky130_fd_sc_hd__clkdlybuf4s50_1,490
[final cells by class]
class	instances	share of cell area, %
multi-input cells	26	41.38
flip-flops and latches	4	20.06
repair buffers	7	17.55
well taps	46	14.42
clock buffers	3	5.643
inverters	1	0.9404
[layer usage]
metal | GRT usage (%) | part of all wire [%] | wire length, um | vias up
met1 | 2.530 | 47 | 330 | 102
li1 | - | - | - | 124
met2 | 2.408 | 36 | 256 | 11
met3 | 1.023 | 13 | 95 | 2
met4 | 1.408 | 3.4 | 24 | 0
met5 | 0 | 0 | 0 | -
[power groups by stage]
stage | Clock (mW) | Combinational (mW) | Sequential, mW
finish | 0.0683 | 0.0405 | 0.0836
global route | 0.0877 | 0.0465 | 0.0852
CTS | 0.0864 | 0.0419 | 0.0831
[worst paths after layout]
path / startpoint / end / slack [ps] / cells after the start
hold / removal: y_Q[3] / y_Q[3] / 590 / 2
setup reg to reg: y_Q[2] / y_Q[0] / 1290 / 3
hold reg to reg: y_Q[3] / y_Q[3] / 590 / 2
setup / recovery: y_Q[3] / LEDR[9] / 570 / 3
No activity file was given, so power comes from the tool's default toggle rates.
