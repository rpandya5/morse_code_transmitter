### constraint.sdc
current_design part1pt2

set clk_period 1.0
set clk_io_pct 0.2

create_clock -name clk0 -period $clk_period [get_ports {KEY}]

set non_clock_inputs [all_inputs -no_clocks]
set_input_delay [expr $clk_period * $clk_io_pct] -clock clk0 $non_clock_inputs
set_output_delay [expr $clk_period * $clk_io_pct] -clock clk0 [all_outputs]
### design.v
module part1pt2 (SW, KEY, LEDR);
input [1:0] SW;
input [0:0] KEY;
output [9:0] LEDR;
wire clk, reset, w, z;
assign clk = KEY[0];
assign reset = SW[0];
assign w = SW[1];
reg [8:0] y;  
wire [8:0] Y;  
assign Y[0] = reset;  
assign Y[1] = ~w & (~y[0] | y[5] | y[6] | y[7] | y[8]);  
assign Y[2] = ~w & y[1];  
assign Y[3] = ~w & y[2];  
assign Y[4] = ~w & (y[3] | y[4]);  
assign Y[5] = w & (~y[0] | y[1] | y[2] | y[3] | y[4]);  
assign Y[6] = w & y[5];  
assign Y[7] = w & y[6];  
assign Y[8] = w & (y[7] | y[8]);  
always @ (posedge clk)
begin
	if (!reset)
		y <= 9'b000000000;
	else
		y <= Y;
end
assign z = y[4] | y[8];
assign LEDR[9] = z;
assign LEDR[8:0] = y;
endmodule
### run.sh
#!/bin/bash
# OpenROAD 26Q1-2900-gdf79404cd8, Yosys 0.63+post, stock flow scripts
make -C /OpenROAD-flow-scripts/flow DESIGN_CONFIG=/design/flow/config.mk WORK_HOME=/design/flow/orfs finish
### config.mk
export PLATFORM = sky130hd
export DESIGN_NAME = part1pt2
export DESIGN_NICKNAME = part1pt2
export VERILOG_FILES = /design/flow/design.v
export SDC_FILE = /design/flow/constraint.sdc
export NUM_CORES = 4
export LEC_CHECK = 1
export CORE_AREA = 10 10 70 70
export DIE_AREA = 0 0 80 80
==> flow_summary_export.csv <==
group,metric,value,unit
critical_path,crit_fanout,2,
power_and_ir_drop,swShare,0.1563,
critical_path,worstSetupStartpointType,"flip-flop",
sta,min_period_over_period,1.062,
status,run_status,"complete, but fails checks",
route,first_iter_violations,3,
global_routing,grt_pass1_vias,299,
cts,clock_path_buffers,2,
logic_synthesis,avgSynthCellArea,10.88,µm²
logic_synthesis,edf_count,0,
cells_and_area,finish.instance_area,508.0,µm²
sta,tightest_slew,238.6,ps
critical_path,reg2regPathDepth,4,
logic_synthesis,most_common_cell,"dfxtp_1",
floorplan,fp-utilization,0.08278,
placement,placed_area,467.9,µm²
global_routing,gr-total-overflow,0,
sta,min_period,1062,ps
route,diodes,0,
cts,clk_latency,230,ps
critical_path,cp_data_required_time,800,ps
critical_path,crit_type,"reg -> out",
cts,h-tree-depth,1,
power_and_ir_drop,seqPwrFrac,0.578,
status,violations,"negative setup slack",
critical_path,r2r_setup_slack,70,ps
sta,setup_viol,1,
sta,holdWs,471.1,ps
cells_and_area,largest_reg_flops,9,
min_path,hp-class,"reg -> reg",
cts,cts_tree,"built",
flow_run,openroad.warnings,45,
sta,relSlewSlack,0.8405,
cts,cts_root_buf,"clkbuf_4",
critical_path,cp_data_arrival_time,860,ps
cts,cts_buffers,3,
sta,rsz0062_at_grt,"true",
route,ant_nets,0,
cells_and_area,fin_cells,93,
sta,setup_ws,-62.16,ps
cells_and_area,fin_util,0.1487,
logic_synthesis,ys_ff,9,
logic_synthesis,top_cells_by_count,"dfxtp_1, nor2_1, and3_1, inv_1",
logic_synthesis,syn-cell-area,282.8,µm²
cts,clk_pin_slew,50,ps
route,routed_wl,797,µm
sta,max_freq,941.5,MHz
global_routing,grt_pass1_wl,1352,µm
route,drcViolationCount,0,
logic_synthesis,top_area_cell,"dfxtp_1",
floorplan,chipArea,6400,µm²
logic_synthesis,yosys_area,282.8,µm²
placement,routabilityCongestion,0.8020,
flow_run,max_cap_viol_count,0,
placement,portBuffers,12,
cells_and_area,layout-drive-gt1-share,0.6383,
sta,finalHoldViolations,0,
logic_synthesis,synth_cell_types,10,
placement,dp_slack,-122.1,ps
power_and_ir_drop,leakagePower,0.2215,nW
floorplan,core_area,3416,µm²
power_and_ir_drop,internal_power,0.5493,mW
floorplan,die_h,80,µm
power_and_ir_drop,p_comb_frac,0.074,
placement,dpl.hpwl,573.7,µm
power_and_ir_drop,power,0.6511,mW
power_and_ir_drop,peakVddDrop,0.0003420,V
min_path,hold_depth,2,
logic_synthesis,synthArstFlopShare,0,
sta,setup_tns,-62.16,ps
floorplan,die_w,80,µm
global_routing,grt_antenna_before_repair,0,
power_and_ir_drop,power_density,1282,nW/µm²
route,wl_per_cell,8.570,µm
logic_synthesis,top_area_frac,0.6372,
critical_path,cp-end-kind,"output port",
global_routing,grt_max_degree,6,
route,vias,248,
cells_and_area,top_regs,"y x9",
route,first_pass_iters,2,
logic_synthesis,synth_cells,26,
logic_synthesis,ys_cells,26,
cells_and_area,area_growth,79.65,%
power_and_ir_drop,p_switching,0.1018,mW
logic_synthesis,ys.flop_type,"dfxtp_1",
logic_synthesis,synth_seq_share,0.6372,
logic_synthesis,synth_warnings,1,
route,routed_via_density,2.667,
placement,placed_cells,85,
cts,cts_sinks,9,
floorplan,io_pins,13,
logic_synthesis,top_cells_by_area,"dfxtp_1, nor2_1, a41oi_2, nand2b_4, and3_1",
cells_and_area,top_register,"y",
global_routing,grt_usage,0.02696,
sta,fin_skew,0.7696,ps
sta,slew_viol_final,0,
floorplan,rows,21,
power_and_ir_drop,pwr-share-clk,0.348,
==> worst max-delay path, cell delays in order (launching register included) <==
cell and delay [ps]:
dfxtp_2 310, or2_1 210, buf_2 110
==> power groups by stage <==
stage     clock network, mW  registers (mW)  logic (mW)
4_1_cts               0.283           0.375      0.0521
5_1_grt               0.314           0.376      0.0542
6_report              0.227           0.376      0.0483
==> cells in the final DEF, fill, tap and decap left out, types with 2 or more instances in the layout <==
cell	n
and3_1	2
buf_6	2
clkbuf_2	6
nor2_1	6
clkbuf_4	3
dfxtp_2	9
inv_1	2
clkdlybuf4s15_1	2
buf_4	5
clkdlybuf4s50_1	2
==> repair_timing <==
action | CTS | global route
pin swaps | 0 | 0
resized | 32 | 8
setup endpoints to repair | 10 | 9
setup buffers | 4 | 0
hold buffers | 0 | 0
==> path summary, 6_finish.rpt <==
path,from,endpoint
max,y[4],LEDR[9]
min,y[3],y[4]
max reg2reg,y[4],y[5]
min reg2reg,y[3],y[4]
==> logic make-up (layout without fill, tap and decap cells) <==
group | Yosys count | count (layout) | share of synthesized area
simple gates | 12 | 12 | 0.2301
flops | 9 | 9 | 0.6372
buf+inv | 3 | 24 | 0.05312
compound gates | 2 | 2 | 0.07968
==> layer usage <==
metal	up-vias	GRT usage	wire [µm]
li1	124	-	-
met1	106	0.03022	366
met2	16	0.03371	231
met3	2	0.03068	195
met4	0	0.003521	4
met5	-	0	0
==> final cells by class <==
class,instances,area [µm²]
clock buffers,4,26.28
well taps,46,57.56
multi-input cells,14,90.09
fillers,394,2908
flip-flops and latches,9,191.4
repair buffers,18,135.1
inverters,2,7.507
No activity file was given, so power comes from the tool's default toggle rates.
