**flow/run.sh**
```bash
#!/bin/bash
# OpenROAD 26Q1-2900-gdf79404cd8, Yosys 0.63+post, stock flow scripts
make -C /OpenROAD-flow-scripts/flow DESIGN_CONFIG=/design/flow/config.mk WORK_HOME=/design/flow/orfs finish
```
**flow/config.mk**
```make
export PLATFORM = sky130hd
export DESIGN_NAME = part2
export DESIGN_NICKNAME = part2
export VERILOG_FILES = /design/flow/design.v
export SDC_FILE = /design/flow/constraint.sdc
export NUM_CORES = 4
export LEC_CHECK = 1
export CORE_AREA = 10 10 70 70
export DIE_AREA = 0 0 80 80
```
**flow/constraint.sdc**
```tcl
current_design part2

set clk_period 2.5
set clk_io_pct 0.2

create_clock -name clk0 -period $clk_period [get_ports {KEY}]

set non_clock_inputs [all_inputs -no_clocks]
set_input_delay [expr $clk_period * $clk_io_pct] -clock clk0 $non_clock_inputs
set_output_delay [expr $clk_period * $clk_io_pct] -clock clk0 [all_outputs]
```
**flow/design.v**
```verilog
module part2 (SW, KEY, LEDR);
input [1:0] SW;
input [0:0] KEY;
output [9:0] LEDR;
wire Clock, Resetn, w, z;
assign Clock = KEY[0];
assign Resetn = SW[0];
assign w = SW[1];
reg [3:0] y_Q, Y_D;  
parameter A = 4'b0000, B = 4'b0001, C = 4'b0010, D = 4'b0011, E = 4'b0100, F = 4'b0101, G = 4'b0110, H = 4'b0111, I = 4'b1000;
always @ (w, y_Q)
begin
	case (y_Q)
		A: if (!w) Y_D = B;
			else Y_D = F;
		B: if (!w) Y_D = C;
			else Y_D = F;
		C: if (!w) Y_D = D;
			else Y_D = F;
		D: if (!w) Y_D = E;
			else Y_D = F;
		E: if (!w) Y_D = E;
			else Y_D = F;
		F: if (!w) Y_D = B;
			else Y_D = G;
		G: if (!w) Y_D = B;
			else Y_D = H;
		H: if (!w) Y_D = B;
			else Y_D = I;
		I: if (!w) Y_D = B;
			else Y_D = I;
		default: Y_D = 4'bxxxx;
	endcase
end
always @ (posedge Clock)
begin
	if (!Resetn) y_Q <= A;
	else y_Q <= Y_D;
end
assign z = (y_Q == E | y_Q == I);
assign LEDR[9] = z;
assign LEDR[3:0] = y_Q;
endmodule
```
==> results.py <==
# Generated from Yosys and OpenROAD reports
metrics = {
    "drt": {
        "routed_wl_um": 707,
        "ant_nets": 0,
        "route.detailed.drc": 0,
        "wl_per_cell_um": 8.13,
        "diodes": 0,
        "dr.first_iter.drc_count": 3,
        "via_per_inst": 2.75,
        "firstDrtPassIters": 2,
        "routed-via-count": 239,
    },
    "sta": {
        "fin_crit_sh": 0.772,
        "hold_viol": 0,
        "fin_crit_ns": 1.93,
        "rsz0062_at_grt": "false",
        "drv_slew": 0,
        "setup_viol": 0,
        "clock.fmax_mhz": 518,
        "setup_tns_ns": 0,
        "skew_ns": 0,
    },
    "floorplan": {
        "chipWidth_um": 80,
        "num_rows": 21,
        "core_util_floorplan": 0.0901,
        "dieArea_um2": 6400,
        "die_y_um": 80,
        "core_area_um2": 3420,
        "io_pins": 13,
    },
    "cells_and_area": {
        "top_regs": "y_Q: 4 flops",
        "syn2layout_area_growth_pct": 29.7,
        "drive_above_1_share": 0.0732,
        "top_register": "y_Q",
        "nFillCells": 405,
        "largest_reg_flops": 4,
    },
    "synth": {
        "yosysTopAreaCell": "dfxtp_1",
        "ys_area_um2": 308,
        "syn_inst": 37,
        "syn_area_um2": 308,
        "top_cells_by_count": "buf_4 (7), dfxtp_1 (4)",
        "ys_seq_frac": 0.260,
        "flop_cell": "dfxtp_1",
        "async_flop_share": 0,
        "synth_cell_types": 23,
        "yosys_warnings": 6,
        "ys_cells": 37,
        "top_cell_area_share": 0.260,
        "syn_area_per_cell_um2": 8.32,
        "top_cell": "buf_4",
        "numSynthFlops": 4,
        "synth-edff-count": 0,
        "area_leaders": "dfxtp_1 (26%), buf_4 (17%), xnor2_1 (5.7%), buf_6 (3.7%), a21oi_1 (3.3%)",
    },
    "power": {
        "peakVddDrop_v": 0.0000763,
        "p_total_uw": 192,
        "leakagePower_uw": 0.000135,
        "cellPowerDensity_nw_per_um2": 482,
    },
    "clocking": {
        "cts-hold-fix-buffers": 0,
        "cts_max_level": 1,
        "cts_tree": "built",
        "clockBufferDepth": 2,
        "worstSkewPairLatency_ns": 0.21,
        "path_clk_slew_ns": 0.03,
        "cts_resized": 0,
        "cts_inserted_buffers": 3,
        "root_buffer": "clkbuf_4",
        "cts_sinks": 4,
        "postCtsSetupBuffers": 0,
    },
    "critical_path": {
        "critical_path.cell_chain": "xnor2_1 -> nor3_1 -> clkdlybuf4s50_1",
        "crit_path_max_incr_delay_ns": 0.49,
        "crit_fanout": 10,
        "rr_worst_depth": 3,
        "slowest_stage": "dfxtp_1",
        "arrival_ns": 1.43,
        "cp-startpoint": "y_Q[3]",
        "cp_num_buf_inv": 1,
        "required_ns": 2.00,
        "cp_num_cells": 3,
        "rr_startpoint": "y_Q[2]",
        "critical_path_class": "register to output pin",
        "cp_top_family": "flip-flops",
        "worstSetupStartpointType": "register",
        "crit_path_end_kind": "output pin",
    },
    "place": {
        "globalplace.congestion": 0.683,
        "portBuffers": 7,
    },
    "global_routing": {
        "grt_pass1_vias": 241,
        "grt_remaining_overflow": 0,
        "grt_pass1_wl_um": 1050,
        "antenna_found_initial": 0,
        "grt_start_max_net_pins": 11,
        "track_usage": 0.0197,
    },
    "run": {
        "tool_warnings": 46,
        "cap_violations": 0,
    },
    "hold_path": {
        "hp-start": "y_Q[3]",
        "hold_path.class": "register to register",
        "holdPathStages": 2,
    },
    "outcome": {
        "status": "completed",
    },
}
-- power breakdown --
group	switching (µW)	internal, µW	total (µW)
clock	15.5	52.8	68.3
sequential	13.8	69.8	83.6
combinational	12.7	27.8	40.5
-- per-layer routing --
layer | share of wire | track usage
met1 | 0.47 | 0.0253
met2 | 0.36 | 0.0241
met3 | 0.13 | 0.0102
met4 | 0.034 | 0.0141
met5 | 0 | 0
-- cell families after synthesis --
logic type | count (synthesis) | synth area share
xor gates and xnor gates | 3 | 0.0854
other | 1 | 0.0122
and+or+nand+nor | 11 | 0.236
buffers and inverters | 11 | 0.252
AOI/OAI and AO/OA | 7 | 0.154
DFF | 4 | 0.260
-- worst paths after layout --
check | slack, ns | end
max reg2reg | 1.29 | y_Q[0]
max | 0.57 | LEDR[9]
min | 0.59 | y_Q[3]
min reg2reg | 0.59 | y_Q[3]
-- tightest hold or removal path, stage by stage, from the launching register on --
cell and delay (ns):
dfxtp_1 0.39, nand2_1 0.09, a21oi_1 0.05
-- per-stage QoR --
| stage | util | instance area (µm²) | cells | worst slack [ns] | hold WS, ns |
|---|---|---|---|---|---|
| finish | 0.117 | 399 | 87 | 0.569 | 0.585 |
| global route | 0.117 | 399 | 87 | 0.385 | 0.638 |
| CTS | 0.117 | 399 | 87 | 0.534 | 0.590 |
| detailed placement | 0.110 | 377 | 84 | 0.692 | 0.585 |
| global placement | 0.110 | 377 | 84 | 0.693 | 0.564 |
| floorplan | - | 323 | 41 | 1.23 | 0.516 |
-- placed cells by master (no fill, tap or decap), types with 2 or more instances in the layout --
cell type,synthesis,routed
dfxtp_1,4,4
xnor2_1,2,2
a21oi_1,2,2
nand2_1,2,2
clkdlybuf4s50_1,0,7
nor3_1,2,2
clkbuf_4,0,3
conb_1,1,5
-- cell type report --
type	instances	area (µm²)	share of cell area
multi-input combinational	26	165	0.414
sequential	4	80.1	0.201
clock buffer	3	22.5	0.0564
inverter	1	3.75	0.00940
tap	46	57.6	0.144
timing repair buffer	7	70.1	0.176
Power and IR drop assume default switching activity.
